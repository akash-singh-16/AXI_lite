<file path="design.v">
`timescale 1ns / 1ps
module axilite_slave(
  input s_axi_aclk, s_axi_aresetn, s_axi_awvalid,
  input [31:0] s_axi_awaddr,
  output reg s_axi_awready,
  input s_axi_wvalid,
  input [31:0] s_axi_wdata,
  output reg s_axi_wready,
  input s_axi_bready,
  output reg s_axi_bvalid,
  output reg[1:0] s_axi_bresp,
  input s_axi_arvalid,
  input [31:0] s_axi_araddr,
  output reg s_axi_arready,
  input s_axi_rready,
  output reg s_axi_rvalid,
  output reg [1:0] s_axi_rresp,
  output reg [31:0] s_axi_rdata
);
  localparam idle=0,send_waddr_ack=1, send_raddr_ack=2, send_wdata_ack=3, update_mem =4, send_wr_err=5, send_wr_resp=6, gen_data=7, send_rd_err=8, send_rdata=9;
  reg[3:0] state=idle;
  reg[3:0] next_state=idle;
  reg[1:0] count =0;
  reg [31:0] waddr, raddr, wdata, rdata;
  reg[31:0] mem[128];
  always @(posedge s_axi_aclk) begin
    if(!s_axi_aresetn) begin
      state<=idle;
      for(int i=0;i<128;i++) begin
        mem[i]=0;
      end
      s_axi_awready<=0;
      s_axi_wready<=0;
      s_axi_bvalid<=0;
      s_axi_bresp<=0;
      s_axi_arready<=0;
      s_axi_rvalid<=0;
      s_axi_rdata<=0;
      s_axi_rresp<=0;
      waddr<=0;
      raddr<=0;
      wdata<=0;
      rdata<=0;
    end
    else begin
      case(state)
        idle: begin
            s_axi_awready <= 0;
            s_axi_wready  <= 0;
            s_axi_bvalid  <= 0;
            s_axi_bresp   <= 0;
            s_axi_arready <= 0;
            s_axi_rvalid  <= 0;
            s_axi_rdata   <= 0;
            s_axi_rresp   <= 0;
            waddr         <= 0;
            raddr         <= 0;
            wdata         <= 0;
            rdata         <= 0;
            count         <= 0;
            s_axi_rvalid  <= 0; 
          if(s_axi_awvalid==1) begin
            state<= send_waddr_ack;
            waddr<=s_axi_awaddr;
            s_axi_awready<=1;
          end
            else if(s_axi_arvalid==1) begin
              state<= send_raddr_ack;
              raddr<=s_axi_araddr;
              s_axi_arready<=1;
            end
            else begin
              state<=idle;
            end
        end
          send_waddr_ack: begin
            s_axi_awready <=0;
            if(s_axi_wvalid) begin
              wdata<=s_axi_wdata;
              s_axi_wready<=1;
              state<=send_wdata_ack;
            end
            else begin
              state<=send_waddr_ack;
            end
          end         
          send_wdata_ack : begin
            s_axi_wready<=0;
            if(waddr<128) begin
              state<=update_mem;
              mem[waddr]<=wdata;
            end
            else begin
              state<=send_wr_err;
              s_axi_bresp<=2'b11;
              s_axi_bvalid<=1'b1;
            end
          end
          update_mem: begin
            mem[waddr]<=wdata;
            state<=send_wr_resp;
          end
          send_wr_resp: begin
            s_axi_bresp<=2'b00;
            s_axi_bvalid<=1'b1;
            if(s_axi_bready) state<=idle;         
            else state<=send_wr_resp;
           end
          send_wr_err: begin
            if(s_axi_bready) state<=idle;
            else state<=send_wr_err;
          end
          send_raddr_ack: begin
            s_axi_arready<=0;
            if(raddr<128) state<=gen_data;
            else begin
              s_axi_rvalid<=1;
              state<=send_rd_err;
              s_axi_rdata<=0;
              s_axi_rresp<=2'b11;
            end
          end
          gen_data: begin
            if(count<2) begin
              rdata<=mem[raddr];
              state<=gen_data;
              count<=count+1;
            end
            else begin
              s_axi_rvalid<=1;
              s_axi_rdata<=rdata;
              s_axi_rresp<=2'b00;
              if(s_axi_rready) state<=idle;
              else state<=gen_data;
            end
          end
          send_rd_err: begin
            if(s_axi_rready) state<=idle;
            else state<=send_rd_err;
          end
          default: state<=idle;
          endcase
     end
  end      
endmodule
interface axi_if;
  logic clk,resetn;
  logic awvalid,awready;
  logic arvalid,arready;
  logic wvalid,wready;
  logic bready,bvalid;
  logic rvalid,rready;
  logic [31:0] awaddr, araddr, wdata, rdata;
  logic [1:0] wresp,rresp;
endinterface
</file>
<file path="run.sh">
#!/bin/bash
# OpenROAD 26Q1-2900-gdf79404cd8, Yosys 0.63+post, stock flow scripts
make -C /OpenROAD-flow-scripts/flow DESIGN_CONFIG=/design/flow/config.mk WORK_HOME=/design/flow/orfs finish
</file>
<file path="config.mk">
export PLATFORM = sky130hd
export DESIGN_NAME = axilite_slave
export DESIGN_NICKNAME = axilite_slave
export VERILOG_FILES = /design/flow/design.v
export SDC_FILE = /design/flow/constraint.sdc
export NUM_CORES = 4
export LEC_CHECK = 1
export CORE_UTILIZATION = 50
</file>
<file path="constraint.sdc">
current_design axilite_slave

set clk_period 6.4
set clk_io_pct 0.2

create_clock -name clk0 -period $clk_period [get_ports {s_axi_aclk}]

set non_clock_inputs [all_inputs -no_clocks]
set_input_delay [expr $clk_period * $clk_io_pct] -clock clk0 $non_clock_inputs
set_output_delay [expr $clk_period * $clk_io_pct] -clock clk0 [all_outputs]
</file>
==> load_flow_metrics.sql <==
-- physical implementation figures
INSERT INTO impl_metrics (metric_group, metric, value, unit) VALUES
('yosys', 'ff_type', 'sky130_fd_sc_hd__dfxtp_1', ''),
('placement', 'dp_worst_setup_slack', '0.2086', 'ns'),
('yosys', 'avgSynthCellArea', '8.007', 'um^2'),
('yosys', 'edf_count', '2', ''),
('placement', 'gp_congestion', '1.337', ''),
('placement', 'number_of_port_buffers', '143', ''),
('placement', 'placement.cell_area', '0.1979', 'mm^2'),
('floorplan', 'floorplanUtilization', '50.31', '%'),
('grt', 'largest_net_degree_at_the_start_of_global_routing', '206', ''),
('status', 'haltStage', 'global routing (5_1_grt)', ''),
('status', 'status', 'aborted with a tool error', ''),
('cts', 'cts_num_sinks', '4269', ''),
('floorplan', 'die-height', '611.7', 'um'),
('cts', 'cts_buffers', '455', ''),
('yosys', 'ys_seq_elements', '4269', ''),
('yosys', 'synth.top_cell.area_share', '45.96', '%'),
('floorplan', 'row_count', '223', ''),
('yosys', 'postSynthSeqShare', '46.00', '%'),
('yosys', 'yosys.area.top_type', 'sky130_fd_sc_hd__dfxtp_1', ''),
('cts', 'post-cts-setup-buffer-count', '0', ''),
('placement', 'hpwlAfterDp', '1024000', 'um'),
('yosys', 'topCellsByArea', 'sky130_fd_sc_hd__dfxtp_1, sky130_fd_sc_hd__nand2_1, sky130_fd_sc_hd__a21boi_0', ''),
('cts', 'ctsHoldBuffers', '0', ''),
('yosys', 'syn_area', '0.1858', 'mm^2'),
('grt', 'track_usage', '88.34', '%'),
('status', 'first-error', '[ERROR GRT-0116] Global routing finished with congestion. Check the congestion regions in the DRC Viewer.', ''),
('yosys', 'synthDistinctLibCells', '86', ''),
('yosys', 'yosys_area', '0.1858', 'mm^2'),
('yosys', 'post_synth_inst_count', '23210', ''),
('floorplan', 'pin_count', '144', ''),
('yosys', 'yosys_cells', '23210', ''),
('grt', 'grt_pass1_wl', '2136000', 'um'),
('cts', 'cts-root-to-sink-buffers', '4', ''),
('yosys', 'async_set_or_reset_register_ratio_after_synthesis', '0', '%'),
('cts', 'post_cts_resize_count', '0', ''),
('floorplan', 'chipWidth', '611.7', 'um'),
('yosys', 'synth_warnings', '2', ''),
('grt', 'grt_pass1_vias', '214700', ''),
('cts', 'cts_root_buffer_type', 'sky130_fd_sc_hd__clkbuf_16', ''),
('grt', 'overflow', '68', ''),
('cts', 'clock_tree.htree_level_count', '5', '');
==> stage by stage <==
step | TNS (ns) | util (%) | instances
floorplan | 0 | - | 23210
global placement | -0.5345 | 53.56 | 27290
detailed placement | 0 | 53.58 | 27300
CTS | 0 | 57.83 | 28140
==> per-layer routing <==
layer / track usage [%] / overflow
met5: 75.94 / 1
met4: 81.76 / 27
met3: 84.58 / 7
met2: 93.09 / 27
met1: 90.62 / 6
==> synth_stat cells, drive strengths merged, types with 8 or more instances <==
cell type / count
clkbuf: 1856
dfxtp: 4267
a211oi: 14
a21boi: 4167
nand2b: 13
nor2: 249
a22oi: 1443
o2111ai: 16
a2111oi: 30
and2: 29
nor3: 164
o31ai: 8
o221ai: 9
o2bb2ai: 14
buf: 481
a221o: 13
or4: 29
nand4: 161
nor4: 125
o211ai: 24
nand4b: 8
nor2b: 84
nor3b: 9
a32oi: 41
a221oi: 76
o22ai: 163
a22o: 176
nand2: 8393
nor4b: 12
and3: 49
a21oi: 112
and4: 16
a31oi: 16
a222oi: 69
mux2i: 151
o32ai: 9
mux2: 64
nand3: 432
o21ai: 104
a2bb2oi: 28
==> cell families after synthesis <==
| logic type | Yosys count | share of synthesized area, % |
|---|---|---|
| AOI/OAI and AO/OA | 6560 | 26.49 |
| xor gates and xnor gates | 5 | 0.02356 |
| buffers and inverters | 2339 | 5.074 |
| DFF | 4269 | 46.00 |
| muxes | 215 | 1.201 |
| and+or+nand+nor | 9823 | 21.22 |
